File: /design/flow/design.v
module myDecoder1(inValue, outSeg);
	input [3:0] inValue;
	output reg [6:0] outSeg;
	always @(inValue)
		begin
			case(inValue)
				4'b0000: outSeg = 7'b1000000;
				4'b0001: outSeg = 7'b1111001;
				4'b0010: outSeg = 7'b0100100;
				4'b0011: outSeg = 7'b0110000;
				4'b0100: outSeg = 7'b0011001;
				4'b0101: outSeg = 7'b0010010;
				4'b0110: outSeg = 7'b0000010;
				4'b0111: outSeg = 7'b1111000;
				4'b1000: outSeg = 7'b0000000;
				4'b1001: outSeg = 7'b0011000;
				4'b1010: outSeg = 7'b0001000;
				4'b1011: outSeg = 7'b0000011;
				4'b1100: outSeg = 7'b1000110;
				4'b1101: outSeg = 7'b0100001;
				4'b1110: outSeg = 7'b0000110;
				4'b1111: outSeg = 7'b0001110;
				default: outSeg = 7'b1000000;
			endcase
		end
endmodule
module D_FF (input D, input CLK, output reg Q);
	always @(posedge CLK)
	begin 
		if(D==1) begin
			Q=1;
		end
		else begin
			Q = 0;
		end
	end
endmodule
module counter(input clk, input mode, input lo, input [3:0]load, output [3:0]Q, output [6:0]seg);
	reg [3:0]temp;
	always @(negedge clk) begin
			if(mode) begin  
				temp[3:1] = Q[2:0];
				temp[0] = ~Q[3];
			end
			else begin
				temp[3:1] = Q[2:0];
				temp[0]=Q[3];
			end
			if(lo) begin
				temp=load;
			end
	end
	D_FF f0(temp[0], clk, Q[0]);
	D_FF f1(temp[1], clk, Q[1]);
	D_FF f2(temp[2], clk, Q[2]);
	D_FF f3(temp[3], clk, Q[3]);
	myDecoder1 dd(Q, seg);
endmodule
File: /design/flow/run.sh
#!/bin/bash
# OpenROAD 26Q1-2900-gdf79404cd8, Yosys 0.63+post, stock flow scripts
make -C /OpenROAD-flow-scripts/flow DESIGN_CONFIG=/design/flow/config.mk WORK_HOME=/design/flow/orfs finish
File: /design/flow/config.mk
export PLATFORM = sky130hd
export DESIGN_NAME = counter
export DESIGN_NICKNAME = counter
export VERILOG_FILES = /design/flow/design.v
export SDC_FILE = /design/flow/constraint.sdc
export NUM_CORES = 4
export LEC_CHECK = 1
export CORE_AREA = 10 10 73 73
export DIE_AREA = 0 0 83 83
File: /design/flow/constraint.sdc
current_design counter

set clk_period 1.7
set clk_io_pct 0.2

create_clock -name clk0 -period $clk_period [get_ports {clk}]

set non_clock_inputs [all_inputs -no_clocks]
set_input_delay [expr $clk_period * $clk_io_pct] -clock clk0 $non_clock_inputs
set_output_delay [expr $clk_period * $clk_io_pct] -clock clk0 [all_outputs]
==> deck_impl_summary.md <==
Synthesis and Place & Route Summary

Status
  – Status: complete, but fails checks
  – Failing checks: negative setup slack

Logic synthesis
  – Syn Inst Count: 61
  – Asr flop ratio synth: 0%
  – Cell type with the largest total area: dfxtp_1
  – Post-synth mux share: 11.65%
  – Synth cell types: 22
  – Top cell type's share of synthesized area: 46.60%
  – Seq share, synth: 46.60%
  – Cell with the most instances after synthesis: dfxtp_1
  – Post-synth EDFFs: 0
  – Basic Gates by Area: 9.709%
  – Comb area leader: adder cells
  – Yosys stat chip area: 644.4 sq um
  – Fa+ha+maj area frac: 11.65%
  – Synth Area per Inst: 10.56 sq um
  – XOR Share, Synth: 1.359%
  – Top cells by count, synth: dfxtp_1 (15), ha_1 (6), o21ai_0 (5)
  – Synthesis Warnings: 3
  – Dominant flop cell: dfxtp_1
  – Post-Synth AOI/OAI Area: 9.709%
  – Synthesized registers: 15
  – Top cells by area: dfxtp_1 (47%), ha_1 (12%), mux2_2 (7.0%)
  – Ys cells: 61
  – Synthesized area: 644.4 sq um

Finish
  – Finished Cell Area: 0.001102 sq mm
  – Area Growth Syn to Fin: 71.07%
  – Non-Filler Instances: 140
  – Layout cells sized above 1: 41.30%

Detailed routing
  – Drt wl/cell: 10.34 um
  – Post-route ant nets: 0
  – 1st-iter DRT viols: 48
  – WL final: 1447 um
  – Inserted Diodes: 0
  – Pre-Repair DR Iteration Count: 4
  – Routed vias: 513
  – Via/cell ratio: 3.664
  – DRC: 0

Setup path
  – FF-to-FF End: seg[6]
  – Critical Path End Type: flip-flop
  – CP Buf/Inv Count: 1
  – Critical Path AT: 2.21 ns
  – Reg-to-reg setup timing slack: -0.37 ns
  – CP Class: reg -> reg
  – Worst path slowest cell: dfxtp_4
  – CP Launch Point: temp[0]
  – Critical path's top delay family: flip-flops
  – Required time of the critical path: 1.84 ns
  – FF-to-FF Start: temp[0]
  – Critical path peak fanout: 6
  – CP startpoint kind: flip-flop
  – R2R cell count: 4
  – Crit-path cells: inv_6 > ha_4 > mux2_4 > a22o_1
  – CP max stage delay: 0.40 ns

Worst hold path
  – Hold crit path type: in -> reg
  – Worst hold path endpoint: temp[0]
  – Worst hold start: mode
  – Hold Crit Depth: 3

GRT
  – All-Layer GR Usage: 4.167%
  – GRT Residual Overflow: 0
  – Vias in the first global route: 535
  – Initial antenna violation count: 0
  – First-pass GRT wire length: 2511 um
  – Largest net degree at the start of global routing: 11

Clocking
  – Inserted Clock Buffers: 3
  – H-tree Lvls: 1
  – Max clock buf depth: 2
  – Clk slew on worst S/H paths: 0.06 ns
  – Root Buffer: clkbuf_8
  – Clock sink count: 15
  – CTS tree: yes
  – Latency at later pin: 0.31 ns

Flow run
  – Max-cap violations: 0
  – Tool warning count: 37

STA
  – Final-report hold violation count: 0
  – Max-slew violations: 0
  – RSZ-0062 raised after global routing: yes
  – Setup ws final: -0.3724 ns
  – Relative slew slack: 90.38%
  – Final Setup Violations: 7
  – Worst slew pin tran: 0.1403 ns
  – Fin Clk Skew: 0.07280 ns
  – Worst Hold Margin: 1.233 ns

Pwr
  – LEAKAGE: 0.0004759 uW
  – Design Power: 1101 uW
  – VDD IR-drop max: 0.2643 mV
  – PD cells: 998.4 mW/mm^2

Placed design
  – Dpl hpwl: 1085 um
  – Area after DPL: 970.9 sq um
  – Routability cong.: 0.7843
  – PortBufs: 17
  – Placed cell count: 131

Floorplan
  – Core ar.: 0.003744 sq mm
  – Die width: 83 um
  – Die ar.: 0.006889 sq mm
  – Die height: 83 um
  – IO Count: 18
  – # rows: 22
  – Starting Density: 17.21%
through the flow:
step | utilization [%] | setup slack [ns] | TNS (ns)
6_report | 29.45 | -0.3724 | -2.320
5_1_grt | 29.45 | -0.4319 | -2.712
4_1_cts | 28.51 | -0.3580 | -2.082
3_5_place_dp | 25.94 | -0.5165 | -3.735
3_3_place_gp | 25.94 | -0.4871 | -3.631
2_1_floorplan | - | -0.2574 | -1.087
layout by cell type (no fill, tap or decap), types with 2 or more instances in the layout:
master,count
a22o_1,2
buf_4,12
clkbuf_8,4
clkdlybuf4s50_1,15
dfxtp_1,12
dfxtp_4,2
ha_2,2
ha_4,4
inv_1,5
mux2_2,3
mux2i_1,3
nand2_1,2
nor2_1,3
nor2_2,2
o21ai_0,2
o21ai_1,3
what timing repair did:
item,CTS,global route
gates cloned,0,0
buffers inserted,1,1
pin swaps,0,9
hold buffers,0,0
setup endpoints to repair,11,8
gates resized,9,8
cell families after synthesis:
logic type	Yosys count
flops	15
simple gates	12
compound gates	10
buf+inv	10
mux	7
fa+ha+maj	6
xor+xnor	1
where the power goes:
part | internal [uW] | switching [uW] | total (uW)
sequential | 408 | 37.6 | 445
clock | 218 | 142 | 359
combinational | 199 | 97.2 | 296
area by class of cell:
| cell class | count | area [sq um] |
|---|---|---|
| Clock buffer | 4 | 55.05 |
| Timing Repair Buffer | 30 | 272.8 |
| Sequential cell | 15 | 309.0 |
| Multi-Input combinational cell | 36 | 366.6 |
| Fill cell | 398 | 2641 |
| Tap cell | 48 | 60.06 |
| Inverter | 3 | 23.77 |
| Clock inverter | 4 | 15.01 |
registers in the layout (all words and copies together) (netlist names):
name / cells
f2.Q: 1
f3.Q: 1
seg: 7
f1.Q: 1
temp: 4
f0.Q: 1
worst register-to-register path, delay by kind of cell (launching register included):
family / cells / cell delay (ns)
mux: 1 / 0.25
compound gates: 1 / 0.19
fa+ha+maj: 1 / 0.16
buf+inv: 1 / 0.06
flops: 1 / 0.40
per-layer routing:
layer / GRT usage, % / up-vias / share of wire [%]
li1: - / 261 / -
met1: 5.193 / 233 / 47
met2: 6.704 / 15 / 45
met3: 1.083 / 4 / 4.8
met4: 1.538 / 0 / 3.3
met5: 0 / - / 0
worst max path at each step:
stage                 slack, ns     end  cells past startpoint
after CTS                 -0.36  seg[6]                      4
after global routing      -0.43  seg[0]                      5
final                     -0.37  seg[6]                      4
No activity file was given, so power comes from the tool's default toggle rates.
